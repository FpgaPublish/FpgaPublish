**./config.mk**
```make
export PLATFORM = sky130hd
export DESIGN_NAME = key_ctrl
export DESIGN_NICKNAME = key_ctrl
export VERILOG_FILES = /design/flow/design.v
export SDC_FILE = /design/flow/constraint.sdc
export NUM_CORES = 4
export LEC_CHECK = 1
export CORE_UTILIZATION = 40
```
**./constraint.sdc**
```tcl
current_design key_ctrl

set clk_period 3.5
set clk_io_pct 0.2

create_clock -name clk0 -period $clk_period [get_ports {i_sys_clk}]

set non_clock_inputs [all_inputs -no_clocks]
set_input_delay [expr $clk_period * $clk_io_pct] -clock clk0 $non_clock_inputs
set_output_delay [expr $clk_period * $clk_io_pct] -clock clk0 [all_outputs]
```
**./design.v**
```verilog
`timescale 1ns / 1ps
module key_ctrl#(
    parameter WD_KEY  = 3,
    parameter WD_MODE = 4,
    parameter NB_DLY_KEY = 100_0   
    )(
    input   i_sys_clk,
    input   i_rst_n,
    input  [WD_KEY  -1:0] i_key_row,
    input  [WD_MODE -1:0] i_mode_data,
    output [WD_KEY  -1:0] o_digit_signal
    );
localparam NB_TRIG   = 0;
localparam NB_SWITCH = 1;
localparam FLG_KEY_PRESS = 0;
localparam NB_DLY_TIM = 20;
reg [WD_KEY -1:0] r_digit_signal;
reg [31       :0] r_dly_cnt;
reg [WD_KEY -1:0] r_key_tmp;
localparam IDLE   =  4'd0;
localparam START  =  4'd1;
localparam TRIG   =  4'd2;
localparam SWITCH =  4'd3;
localparam WAIT   =  4'd4;
reg [3:0] cstate = IDLE;
always @(posedge i_sys_clk)
    if(!i_rst_n)
    begin
       cstate <= IDLE;
    end
    else
    begin
        case(cstate)
            IDLE : if(1)  
                begin  
                    if(1)  
                    begin
                        cstate <= START;
                    end
                end
            START: if(i_key_row != {(WD_KEY){~FLG_KEY_PRESS}})
                begin
                    if(i_mode_data == NB_TRIG)
                    begin
                        cstate <= TRIG;
                    end
                    else if(i_mode_data == NB_SWITCH)
                    begin
                        cstate <= SWITCH;
                    end
                end
            TRIG: if(r_dly_cnt == NB_DLY_KEY - 1)
                begin
                    if(1)
                    begin
                        cstate <= WAIT;
                    end
                end
            SWITCH: if(r_dly_cnt == NB_DLY_KEY - 1)
                begin
                    if(1)
                    begin
                        cstate <= WAIT;
                    end
                end
            WAIT:
                begin
                    if(1)
                    begin
                        cstate <= IDLE;
                    end
                end
            default: cstate <= IDLE;
        endcase
    end
always@(posedge i_sys_clk)
begin
    if(!i_rst_n)
    begin
        r_dly_cnt <= 1'b0;
    end
    else if(cstate == START)
    begin
        r_dly_cnt <= 1'b0;
    end
    else 
    begin
        r_dly_cnt <= r_dly_cnt + 1'b1;
    end
end
always@(posedge i_sys_clk)
begin
    if(!i_rst_n)
    begin
        r_key_tmp <= 1'b0;
    end
    else if(cstate == START)
    begin
        if(i_key_row != {(WD_KEY){~FLG_KEY_PRESS}})
        begin
            r_key_tmp <= i_key_row;
        end
    end
end
always@(posedge i_sys_clk)
begin
    if(!i_rst_n)
    begin
        r_digit_signal <= {(WD_KEY){~FLG_KEY_PRESS}};
    end
    else if(cstate == TRIG)
    begin
        if(r_dly_cnt == NB_DLY_TIM - 1)
        begin
            r_digit_signal <= r_key_tmp ^ {(WD_KEY){FLG_KEY_PRESS}};
        end
        else 
        begin
            r_digit_signal <= 1'b0;
        end
    end
    else if(cstate == SWITCH)
    begin
        SWITCH_SIGNAL;
    end
end
assign o_digit_signal = r_digit_signal;
task SWITCH_SIGNAL;
    integer i;
    for(i = 0; i < WD_KEY; i = i + 1)
    begin: T_SWITCH
        if(r_key_tmp[i] == FLG_KEY_PRESS && r_dly_cnt == NB_DLY_TIM - 1)
        begin
            r_digit_signal <= ~r_digit_signal;
        end
    end
endtask
endmodule
```
**./run.sh**
```bash
#!/bin/bash
# OpenROAD 26Q1-2900-gdf79404cd8, Yosys 0.63+post, stock flow scripts
make -C /OpenROAD-flow-scripts/flow DESIGN_CONFIG=/design/flow/config.mk WORK_HOME=/design/flow/orfs finish
```
==> reports/results.ini <==
[critical_path]
reg2reg_from = r_dly_cnt[0]
rr_worst_depth = 5
endpoint_kind = register
startpoint_type = register
cp_max_fo = 15
rr_endpoint = r_dly_cnt[22]
arrival_ns = 2.40
path_class = register to register
reg2reg_slack_ns = 1.33
cp.required_ns = 3.73

[synth]
netlist_instances = 239
post_synth.cell_area_avg_um2 = 8.45
ys_types = 35
ys_seq_elements = 41
flop_cell = dfxtp_1
yosysWarningCount = 1
synth_top_cell_by_count = dfxtp_1
ys_seq_share = 0.406
topCellsByArea = dfxtp_1 (41%), a21oi_1 (4.2%), nor4_1 (4.0%)
enable_flop_cells = 0
top_area_frac = 0.406
ys_cells = 239
async_reset_ff_frac = 0
ys_chip_area_um2 = 2020
synthesis.area_um2 = 2020
top_area_cell = dfxtp_1
synth.top_cells.by_count = dfxtp_1 (41), a21oi_1 (17), nor2_1 (17)

[clocking]
cts.htree.levels = 2
cts_hold_buf = 0
cts_tree = yes
clock-sinks = 41
ctsRootBufferMaster = clkbuf_8
cts-resized-gates = 0
numCtsBuffers = 5
clkTransAtPathRegs_ns = 0.08
cts_setup_buffers = 0
cts_buffer_depth = 2
clock.latency.late_pin_ns = 0.29

[timing]
maxSlewViolCount = 0
hold_viol = 0
slew_headroom = 0.564
tns_ns = 0
hold_ws_ns = 0.480
finalClockPeriodUsage = 0.620
fmax_mhz = 461
tightest_slew_ns = 0.652
final-setup-viol-count = 0
rsz0062_at_grt = false
skew_ns = 0.00857
min_period_ns = 2.17

[drt]
dr_wl_met2_um = 1720
highest_layer = met4
antenna-diode-count = 0
met1_length_um = 2250
first_pass_iters = 4
finalWirelength_um = 4150
wire_per_inst_um = 13.2
ant_nets = 0
drcViolationCount = 0
wl_met3_um = 141
vias = 1747
vias_per_cell = 5.55
drt_iter0_markers = 126

[power_and_ir_drop]
power.density_nw_per_um2 = 375
p_leak_nw = 0.666
ir_drop_mv = 0.214

[grt]
grt_pass1_wl_um = 7100
overflow = 0
grt_pass1_vias = 1530
grt_max_degree = 29
track_usage = 0.174
antenna_found_initial = 0

[flow_run]
drv_cap = 0
warning_count = 25

[floorplan]
fp_util = 0.422
die_area_um2 = 5340
die_w_um = 73.1
core_area_um2 = 4790
design.portCount = 12
die_y_um = 73.1
rows = 25

[min_path]
whs_path_depth = 1
worstHoldStart = r_dly_cnt[0]
holdPathEnd = r_dly_cnt[0]
min_path_type = register to register

[place]
numPortBuffers = 11
dp_hpwl_um = 2860
place_congestion = 0.777

[finish]
layout-drive-gt1-share = 0.0524
area_delta_synth_final_pct = 12.6

[status]
status = completed

## cell type report
class | count | area [um^2]
fill | 457 | 2510
timing repair buffer | 12 | 118
tap | 67 | 83.8
sequential | 41 | 821
clock inverter | 1 | 5.00
inverter | 7 | 26.3
clock buffer | 7 | 96.3
multi-input combinational | 180 | 1130
## stage by stage
stage	utilization	std cells	area, um^2	setup slack [ns]	total power (W)
floorplan	-	239	2020	1.63	0.000511
global placement	0.454	307	2170	1.41	0.000528
detailed placement	0.454	307	2170	1.35	0.000528
CTS	0.476	315	2280	1.33	0.000863
global route	0.476	315	2280	1.14	0.000890
finish	0.476	315	2280	1.33	0.000855
## cells in the final DEF (no fill, tap or decap), types with 6 or more instances in the layout
master / netlist / layout
dfxtp_1: 41 / 41
a21oi_1: 17 / 17
nor2_1: 17 / 17
nand2_1: 16 / 16
or3_1: 13 / 13
nand3_1: 13 / 13
nor4_1: 13 / 13
nand4_1: 11 / 11
o21ai_0: 11 / 11
clkdlybuf4s50_1: 0 / 11
or4_1: 8 / 8
inv_1: 7 / 7
and4_1: 7 / 7
o31ai_1: 7 / 7
clkbuf_8: 0 / 7
mux2i_1: 6 / 6
xnor2_1: 6 / 6
o211ai_1: 6 / 6
## metal layers
| layer | track usage | vias up |
|---|---|---|
| met2 | 0.253 | 23 |
| met1 | 0.288 | 797 |
| met5 | 0 | - |
| met3 | 0.0280 | 5 |
| li1 | - | 922 |
| met4 | 0.0196 | 0 |
## flip-flops by register name, indices dropped and copies added (netlist names)
signal and flops:
cstate 3, r_key_tmp 3, r_digit_signal 3, r_dly_cnt 32
## cell families after synthesis
group	Yosys count	share of synthesized area
xor gates and xnor gates	11	0.0477
DFF	41	0.406
AOI/OAI and AO/OA	45	0.137
buffers and inverters	18	0.0365
adders and majority gates	1	0.00619
and+or+nand+nor	117	0.337
muxes	6	0.0297
## where the power goes
| part | switching, W | total [W] | internal, W |
|---|---|---|---|
| logic | 0.0000209 | 0.0000407 | 0.0000197 |
| registers | 0.00000486 | 0.000476 | 0.000471 |
| clock network | 0.000159 | 0.000338 | 0.000178 |
| total | 0.000185 | 0.000855 | 0.000669 |
## worst max-delay path by stage
stage / to / depth (start not counted) / slack, ns / from
after CTS: r_dly_cnt[22] / 5 / 1.33 / r_dly_cnt[0]
after global routing: r_dly_cnt[22] / 5 / 1.14 / r_dly_cnt[0]
final: r_dly_cnt[22] / 5 / 1.33 / r_dly_cnt[0]
## critical path, cell delays in order (launching register included)
cell	delay, ns
dfxtp_1	0.38
ha_1	0.26
nand4_1	0.16
or3_1	0.60
or4_1	0.57
a21oi_1	0.14
Power and IR drop assume default switching activity.
