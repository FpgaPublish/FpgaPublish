$ cat ./config.mk
export PLATFORM = sky130hd
export DESIGN_NAME = shk_chose
export DESIGN_NICKNAME = shk_chose
export VERILOG_FILES = /design/flow/design.v
export SDC_FILE = /design/flow/constraint.sdc
export NUM_CORES = 4
export LEC_CHECK = 1
export CORE_AREA = 10 10 226 226
export DIE_AREA = 0 0 236 236
$ cat ./constraint.sdc
current_design shk_chose

set clk_period 4.5
set clk_io_pct 0.2

create_clock -name clk0 -period $clk_period

set non_clock_inputs [all_inputs -no_clocks]
set_input_delay [expr $clk_period * $clk_io_pct] -clock clk0 $non_clock_inputs
set_output_delay [expr $clk_period * $clk_io_pct] -clock clk0 [all_outputs]
$ cat ./design.v
`timescale 1ns / 1ps
`timescale 1ns / 1ps
module shk_chose #(
    parameter WD_SHK_SYNC = 16,
    parameter WD_SHK_DLAY = 15
   )(
    input                       s_shk_0_wvalid,
    input    [WD_SHK_SYNC-1:0]  s_shk_0_smosi ,
    input    [WD_SHK_DLAY-1:0]  s_shk_0_dmosi ,
    output                      s_shk_0_wready,
    output   [WD_SHK_SYNC-1:0]  s_shk_0_smiso ,
    output   [WD_SHK_DLAY-1:0]  s_shk_0_dmiso ,
    output                       m_shk_0_wvalid,
    output   [WD_SHK_SYNC-1:0]   m_shk_0_smosi ,
    output   [WD_SHK_DLAY-1:0]   m_shk_0_dmosi ,
    input                        m_shk_0_wready,
    input    [WD_SHK_SYNC-1:0]   m_shk_0_smiso ,
    input    [WD_SHK_DLAY-1:0]   m_shk_0_dmiso ,
    output                       m_shk_1_wvalid,
    output   [WD_SHK_SYNC-1:0]   m_shk_1_smosi ,
    output   [WD_SHK_DLAY-1:0]   m_shk_1_dmosi ,
    input                        m_shk_1_wready,
    input    [WD_SHK_SYNC-1:0]   m_shk_1_smiso ,
    input    [WD_SHK_DLAY-1:0]   m_shk_1_dmiso ,
    output                       m_shk_2_wvalid,
    output   [WD_SHK_SYNC-1:0]   m_shk_2_smosi ,
    output   [WD_SHK_DLAY-1:0]   m_shk_2_dmosi ,
    input                        m_shk_2_wready,
    input    [WD_SHK_SYNC-1:0]   m_shk_2_smiso ,
    input    [WD_SHK_DLAY-1:0]   m_shk_2_dmiso ,
    output                       m_shk_3_wvalid,
    output   [WD_SHK_SYNC-1:0]   m_shk_3_smosi ,
    output   [WD_SHK_DLAY-1:0]   m_shk_3_dmosi ,
    input                        m_shk_3_wready,
    input    [WD_SHK_SYNC-1:0]   m_shk_3_smiso ,
    input    [WD_SHK_DLAY-1:0]   m_shk_3_dmiso ,
    output                       m_shk_4_wvalid,
    output   [WD_SHK_SYNC-1:0]   m_shk_4_smosi ,
    output   [WD_SHK_DLAY-1:0]   m_shk_4_dmosi ,
    input                        m_shk_4_wready,
    input    [WD_SHK_SYNC-1:0]   m_shk_4_smiso ,
    input    [WD_SHK_DLAY-1:0]   m_shk_4_dmiso ,
    output                       m_shk_5_wvalid,
    output   [WD_SHK_SYNC-1:0]   m_shk_5_smosi ,
    output   [WD_SHK_DLAY-1:0]   m_shk_5_dmosi ,
    input                        m_shk_5_wready,
    input    [WD_SHK_SYNC-1:0]   m_shk_5_smiso ,
    input    [WD_SHK_DLAY-1:0]   m_shk_5_dmiso ,
    output                       m_shk_6_wvalid,
    output   [WD_SHK_SYNC-1:0]   m_shk_6_smosi ,
    output   [WD_SHK_DLAY-1:0]   m_shk_6_dmosi ,
    input                        m_shk_6_wready,
    input    [WD_SHK_SYNC-1:0]   m_shk_6_smiso ,
    input    [WD_SHK_DLAY-1:0]   m_shk_6_dmiso ,
    output                       m_shk_7_wvalid,
    output   [WD_SHK_SYNC-1:0]   m_shk_7_smosi ,
    output   [WD_SHK_DLAY-1:0]   m_shk_7_dmosi ,
    input                        m_shk_7_wready,
    input    [WD_SHK_SYNC-1:0]   m_shk_7_smiso ,
    input    [WD_SHK_DLAY-1:0]   m_shk_7_dmiso 
);
assign s_shk_0_wready = (s_shk_0_smosi[0]) ? m_shk_0_wready : 
                        (s_shk_0_smosi[1]) ? m_shk_1_wready :
                        (s_shk_0_dmosi[2]) ? m_shk_2_wready :
                        (s_shk_0_dmosi[3]) ? m_shk_3_wready :
                        (s_shk_0_smosi[4]) ? m_shk_4_wready : 
                        (s_shk_0_smosi[5]) ? m_shk_5_wready :
                        (s_shk_0_dmosi[6]) ? m_shk_6_wready :
                        (s_shk_0_dmosi[7]) ? m_shk_7_wready : 1'b0;
assign s_shk_0_smiso  = (s_shk_0_smosi[0]) ? m_shk_0_smiso  : 
                        (s_shk_0_smosi[1]) ? m_shk_1_smiso  :
                        (s_shk_0_dmosi[2]) ? m_shk_2_smiso  :
                        (s_shk_0_dmosi[3]) ? m_shk_3_smiso  :
                        (s_shk_0_smosi[4]) ? m_shk_4_smiso  : 
                        (s_shk_0_smosi[5]) ? m_shk_5_smiso  :
                        (s_shk_0_dmosi[6]) ? m_shk_6_smiso  :
                        (s_shk_0_dmosi[7]) ? m_shk_7_smiso  : 1'b0;
assign s_shk_0_dmiso  = (s_shk_0_smosi[0]) ? m_shk_0_dmiso  : 
                        (s_shk_0_smosi[1]) ? m_shk_1_dmiso  :
                        (s_shk_0_dmosi[2]) ? m_shk_2_dmiso  :
                        (s_shk_0_dmosi[3]) ? m_shk_3_dmiso  :
                        (s_shk_0_smosi[4]) ? m_shk_4_dmiso  : 
                        (s_shk_0_smosi[5]) ? m_shk_5_dmiso  :
                        (s_shk_0_dmosi[6]) ? m_shk_6_dmiso  :
                        (s_shk_0_dmosi[7]) ? m_shk_7_dmiso  : 1'b0;
assign m_shk_0_wvalid = s_shk_0_wvalid;
assign m_shk_0_smosi  = s_shk_0_smosi ;
assign m_shk_0_dmosi  = s_shk_0_dmosi ;
assign m_shk_1_wvalid = s_shk_0_wvalid;
assign m_shk_1_smosi  = s_shk_0_smosi ;
assign m_shk_1_dmosi  = s_shk_0_dmosi ;
assign m_shk_2_wvalid = s_shk_0_wvalid;
assign m_shk_2_smosi  = s_shk_0_smosi ;
assign m_shk_2_dmosi  = s_shk_0_dmosi ;
assign m_shk_3_wvalid = s_shk_0_wvalid;
assign m_shk_3_smosi  = s_shk_0_smosi ;
assign m_shk_3_dmosi  = s_shk_0_dmosi ;
assign m_shk_4_wvalid = s_shk_0_wvalid;
assign m_shk_4_smosi  = s_shk_0_smosi ;
assign m_shk_4_dmosi  = s_shk_0_dmosi ;
assign m_shk_5_wvalid = s_shk_0_wvalid;
assign m_shk_5_smosi  = s_shk_0_smosi ;
assign m_shk_5_dmosi  = s_shk_0_dmosi ;
assign m_shk_6_wvalid = s_shk_0_wvalid;
assign m_shk_6_smosi  = s_shk_0_smosi ;
assign m_shk_6_dmosi  = s_shk_0_dmosi ;
assign m_shk_7_wvalid = s_shk_0_wvalid;
assign m_shk_7_smosi  = s_shk_0_smosi ;
assign m_shk_7_dmosi  = s_shk_0_dmosi ;
assign m_shk_8_wvalid = s_shk_0_wvalid;
assign m_shk_8_smosi  = s_shk_0_smosi ;
assign m_shk_8_dmosi  = s_shk_0_dmosi ;
endmodule
$ cat ./run.sh
#!/bin/bash
# OpenROAD 26Q1-2900-gdf79404cd8, Yosys 0.63+post, stock flow scripts
make -C /OpenROAD-flow-scripts/flow DESIGN_CONFIG=/design/flow/config.mk WORK_HOME=/design/flow/orfs finish
==> summary.txt <==
Entry: Yosys synthesis followed by OpenROAD place and route.

Pwr:
- The final power report lists total power as 0.5964 mW.
- The run gives the power density relative to cell area as 94.77 nW/um2.
- In this run the VDD rail shows a maximum IR drop of 0.05277 mV.
- The analysis attributes to cell leakage a power of 1.971 nW.

Timing:
- The run gives the highest clock rate as 0.2404 GHz.
- Setup repair after global routing left no endpoint under its margin.
- The run gives the relative slew slack as 0.4988.
- The run gives the count of endpoints failing setup in the final report as 0.
- The run puts the transition at the pin with the smallest max-transition slack at 0.7518 ns.
- The run puts the portion of the clock cycle consumed by the worst path in the final layout at 0.9245.
- Per the final report, max-transition violations number 0.
- For reference, the final report shows the hold violation count at 0.
- The worst path in the final design needs a cycle of 4.160 ns, including I/O delays and setup.
- The run puts the accumulated negative setup slack at 0 ns.

Synth:
- The run gives the area share of the largest cell type after synthesis as 0.4941.
- The run puts the register area share after synthesis at 0.
- The run gives the synthesized netlist cell count as 539.
- The biggest area contributor in the post-synthesis netlist is buf_4.
- The run gives the number of synthesis warnings as 3.
- Per the Yosys statistics, synthesis produced 539 cells.
- The run puts the number of different library cells in the post-synthesis netlist at 19.
- The run puts the total standard cell area after synthesis at 3935 um2.
- The run gives the synthesized area per cell as 7.301 um2.
- Sorting the synthesized cells by area gives the leading types as buf_4 (49%), a221o_1 (16%), o2111ai_1 (7.1%), a31oi_1 (5.1%), nand2b_1 (5.1%).
- The run puts the post-synth area from yosys stat at 3935 um2.

Global routing:
- The run puts the initial antenna violation count at 9.
- Summed over all layers, the global routing overflow is 0.
- The run gives the number of global-route vias before repair as 5001.
- The first global-routing pass estimated 38.07 mm of wire.
- The run puts the pin count of the biggest net entering global routing at 43.
- The run puts the total routing resource utilization after global routing at 0.09561.

Place:
- The buffer_ports step reported a buffer count of 360.
- The congestion estimate from routability-driven global placement came to 0.8676.
- The wire-length estimate of the detail-placed layout is 23.52 mm.

Final layout:
- There are 0 flip-flops and latches.
- In the final layout, the clock buffer count is 0.
- The run gives the combinational gate area as 1753 um2.
- The sequential cells in the finished layout cover a total of 0 um2.
- The run gives the share of layout cells above drive strength 1 as 0.05314.
- The run gives the filler cell count in the final layout as 5259.
- Per the run report, area growth between synthesis and finish was 59.94%.

Route:
- The run puts the via density per instance at 3.599.
- The run puts the antenna violation net count after detailed routing at 0.
- The routed layout has 4434 vias.
- Per the detail_route report, DRC violations left total 0.
- The detailed router finished its first iteration with 272 violations.
- The wire length recorded after detailed routing is 28.50 mm.
- The routed design shows a wire length per standard cell of 23.13 um.
- The run gives the number of detailed-routing iterations run before antenna repair as 5.

Floorplanning:
- The run puts the number of rows in the core area at 79.
- The run gives the effective utilization at floorplan as 0.08488.
- The run gives the die extent in y as 236 um.
- The run puts the number of primary I/O pins at 576.
- The run gives the width of the die as 236 um.
- The run puts the core footprint at 46360 um2.
- The floorplan step defined a die boundary enclosing 55700 um2.

Worst setup path:
- The run gives the highest fanout seen on the critical path as 16.
- Data arrives at the worst endpoint at 3.26 ns.
- STA classifies the critical path startpoint as a primary input.
- The run gives the required time of the worst setup path as 3.60 ns.
- For reference, the most critical setup path is categorized as primary input to output pin.
- The run gives the kind of capture point of the worst setup path as an output pin.

CTS:
- The run puts the post-CTS repair timing setup buffer count at 0.
- The run gives the count of hold buffers inserted by post-cts repair as 0.
- The run gives the cell resize tally after clock tree synthesis as 0.

Job:
- The run gives the number of maximum-capacitance constraint violations as 0.
- The run puts the stage-log warning count at 32.

Worst hold path:
- Note that the worst hold path type here is primary input to output pin.

Run status:
- The run finished with clean final reports.
## worst max-delay path: stages
cell             delay [ns]
clkdlybuf4s50_1        0.62
nand2_2                0.61
o22ai_1                0.23
buf_4                  0.19
a31oi_1                0.19
clkdlybuf4s50_1        0.51
## synthesized netlist by cell type
cell,number
nor2_1,1
a31oi_1,32
a221o_1,61
nor2b_4,2
buf_6,8
o22ai_1,31
nor2_2,1
buf_4,259
inv_1,2
nand2b_1,32
o21ai_0,2
buf_1,3
nand2_1,4
a21oi_1,5
clkbuf_1,7
o2111ai_1,32
o21ai_1,33
buf_2,22
inv_2,2
## layer usage
metal  GRT usage  share of wire
met2      0.1533           0.44
met5           0         0.0024
met4     0.04604          0.054
met3     0.04601           0.13
met1      0.1042           0.37
## per-stage QoR
step	instance area, um2	worst slack (ns)	hold slack, ns	utilization	std cells
after detailed placement	6284	0.2997	1.800	0.1355	1228
final	6294	0.3396	1.800	0.1358	1232
after global placement	6284	0.3759	1.800	0.1355	1228
after floorplan	3935	1.967	1.866	-	539
after global routing	6284	0.1677	1.800	0.1355	1228
after CTS	6284	0.2748	1.800	0.1355	1228
## path summary, 6_finish.rpt
kind / slack [ns] / startpoint / to / cells past startpoint
max: 0.34 / s_shk_0_smosi[1] / s_shk_0_smiso[8] / 6
min: 1.80 / s_shk_0_dmosi[14] / m_shk_0_dmosi[14] / 0
## logic make-up (layout without fill, tap and decap cells)
family / Yosys count / after routing / synth area share
AOI/OAI and AO/OA: 196 / 196 / 0.3774
other: 0 / 4 / 0
and+or+nand+nor: 40 / 40 / 0.06423
buffers and inverters: 303 / 385 / 0.5583
## cells in the final DEF (no fill, tap or decap)
master,n
clkdlybuf4s50_1,356
a221o_1,61
o21ai_1,33
nand2b_1,32
o2111ai_1,32
a31oi_1,32
o22ai_1,31
buf_4,21
a21oi_1,5
diode_2,4
inv_2,3
nand2_1,3
buf_2,3
nor2_4,2
nor2b_4,2
o21ai_0,2
inv_1,1
nand2_2,1
buf_12,1
## report_power, final
part | switching (mW) | internal, mW | total [mW]
Sequential | 0 | 0 | 0
Combinational | 0.223 | 0.373 | 0.596
Clock | 0 | 0.000000119 | 0.000000119
## layout make-up
class | instances | share of cell area
diodes | 4 | 0.001590
inverters | 4 | 0.002386
multi-input cells | 236 | 0.2785
well taps | 607 | 0.1207
repair buffers | 381 | 0.5968
Power and IR drop assume default switching activity.
