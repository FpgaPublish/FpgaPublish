==> flow/run.sh <==
#!/bin/bash
# OpenROAD 26Q1-2900-gdf79404cd8, Yosys 0.63+post, stock flow scripts
make -C /OpenROAD-flow-scripts/flow DESIGN_CONFIG=/design/flow/config.mk WORK_HOME=/design/flow/orfs finish
==> flow/design.v <==
`timescale 1ns / 1ps
`timescale 1ns / 1ps
module gray_driv #(
    parameter NB_VER = 0 , 
    parameter WD_SHK_SYNC = 16,
    parameter WD_SHK_DLAY = 15,
    parameter WD_BRAM_DAT = 32,
    parameter WD_BRAM_WEN = 4 ,
    parameter WD_ERR_INFO = 4
   )(
    input           s_sys_a_clock  ,  
    input           s_sys_a_resetn ,  
    input                       s_shk_gray_wvalid,
    input    [WD_SHK_SYNC-1:0]  s_shk_gray_smosi ,
    input    [WD_SHK_DLAY-1:0]  s_shk_gray_dmosi ,
    output                      s_shk_gray_wready,
    output   [WD_SHK_SYNC-1:0]  s_shk_gray_smiso ,
    output   [WD_SHK_DLAY-1:0]  s_shk_gray_dmiso ,
    output   [WD_BRAM_DAT-1:0]  m_bram_gray_addr,
    output                      m_bram_gray_clk ,
    output   [WD_BRAM_DAT-1:0]  m_bram_gray_din ,
    input    [WD_BRAM_DAT-1:0]  m_bram_gray_dout,
    output                      m_bram_gray_en  ,
    output                      m_bram_gray_rst ,
    output   [WD_BRAM_WEN-1:0]  m_bram_gray_we  ,
    input    [WD_ERR_INFO-1:0]  s_err_gray_info1,
    output   [WD_ERR_INFO-1:0]  m_err_gray_info1
);
localparam WD_SIZE_MAX   = 10 ;  
localparam WD_SIZE_UNIT  = 10;  
localparam WD_RGB_888    = 8 ;  
localparam NB_READ_STEP  = 4'd3 ;  
localparam NB_WRITE_STEP = 4'd3 ;  
localparam NB_GRAY_STEP  = 4'd10;  
reg [WD_BRAM_DAT-1:0] r_bram_gray_addr = 0;
reg [WD_BRAM_DAT-1:0] r_bram_gray_din  = 0;
reg                   r_bram_gray_en   = 0;
reg                   r_bram_gray_rst  = 0;
reg [WD_BRAM_WEN-1:0] r_bram_gray_we   = 0;
reg [3:0] r_read_step_cnt  = 0;  
reg [3:0] r_write_step_cnt = 0; 
reg [3:0] r_gray_step_cnt  = 0;
reg [WD_SIZE_MAX-1:0]   r_gray_size_tmp  = 0;  
reg [WD_BRAM_DAT-1:0]   r_gray_color_tmp = 0;
reg [WD_RGB_888+2 -1:0] r_gray_sum_tmp   = 0;  
reg [WD_RGB_888   -1:0] r_gray_data_tmp  = 0;  
reg                    r_shk_gray_wready = 0;
reg [WD_SHK_SYNC-1:0]  r_shk_gray_smiso  = 0;
reg [WD_SHK_DLAY-1:0]  r_shk_gray_dmiso  = 0;
localparam IDLE  = 4'd0;
localparam START = 4'd1;
localparam SIZE  = 4'd2;
localparam READ  = 4'd3;
localparam GRAY  = 4'd4;
localparam WRITE = 4'd5;
localparam WAIT  = 4'd6;
reg [3:0] cstate = IDLE;
always @(posedge s_sys_a_clock)
    if(!s_sys_a_resetn)
    begin
       cstate <= IDLE;
    end
    else
    begin
        case(cstate)
            IDLE : if(1)  
                begin  
                    if(1)  
                    begin
                        cstate <= START;
                    end
                end
            START: if(s_shk_gray_wvalid)
                begin
                    if(1)
                        begin
                            cstate <= SIZE;
                        end
                end
            SIZE: 
                begin
                    if(s_shk_gray_smosi == 0)  
                        begin
                            cstate <= WAIT;
                        end
                    else if(s_shk_gray_smosi > {1'b1,{(WD_SIZE_MAX-1){1'b0}}})  
                        begin
                            cstate <= WAIT;
                        end
                    else if(1)
                        begin
                            cstate <= READ;
                        end
                end
            READ: if(r_read_step_cnt == NB_READ_STEP - 1'b1)
                begin
                    if(1)
                        begin
                            cstate <= GRAY;
                        end
                end
            GRAY: if(r_gray_step_cnt == NB_GRAY_STEP - 1'b1)
                begin
                    if(1)
                        begin
                            cstate <= WRITE;
                        end
                end
            WRITE: if(r_write_step_cnt == NB_WRITE_STEP - 1'b1)
                begin
                    if(r_gray_size_tmp  == r_bram_gray_addr[WD_BRAM_DAT-1:WD_SIZE_UNIT] + 1  
                    && r_bram_gray_addr[WD_SIZE_UNIT-1:0] == {WD_SIZE_UNIT{1'b1}})  
                        begin
                            cstate <= WAIT;
                        end
                    else 
                        begin
                            cstate <= READ;
                        end
                end
            default: cstate <= IDLE;
        endcase
    end
always@(posedge s_sys_a_clock)
begin
    if(cstate == IDLE)  
    begin
        r_gray_size_tmp <= 1'b0;
    end
    else if(cstate == SIZE)
    begin
        r_gray_size_tmp <= s_shk_gray_smosi;
    end
end
always@(posedge s_sys_a_clock)
begin
    if(cstate == IDLE)  
    begin
        r_gray_color_tmp <= 1'b0;
    end
    else if(cstate == READ)
    begin
        r_gray_color_tmp <= m_bram_gray_dout;
    end
end
always@(posedge s_sys_a_clock)
begin
    if(cstate == IDLE || cstate == GRAY)  
    begin
        r_read_step_cnt <= 1'b0;
    end
    else if(cstate == READ)
    begin
        r_read_step_cnt <= r_read_step_cnt + 1'b1;
    end
end
always@(posedge s_sys_a_clock)
begin
    if(cstate == IDLE || cstate == WRITE)  
    begin
        r_gray_step_cnt <= 1'b0;
    end
    else if(cstate == GRAY)
    begin
        r_gray_step_cnt <= r_gray_step_cnt + 1'b1;
    end
end
always@(posedge s_sys_a_clock)
begin
    if(cstate == IDLE || cstate == READ)  
    begin
        r_write_step_cnt <= 1'b0;
    end
    else if(cstate == WRITE)
    begin
        r_write_step_cnt <= r_write_step_cnt + 1'b1;
    end
end
always@(posedge s_sys_a_clock)
begin
    if(1)  
    begin
        r_bram_gray_en  <= 1'b1;
        r_bram_gray_rst <= 1'b0;
    end
end
always@(posedge s_sys_a_clock)
begin
    if(cstate == IDLE || cstate == READ)  
    begin
        r_bram_gray_we <= {WD_BRAM_WEN{1'b0}};
    end
    else if(cstate == WRITE)
    begin
        if(r_write_step_cnt == 1'b0)
            begin
                r_bram_gray_en <= {WD_BRAM_WEN{1'b1}};
            end
        else if(r_write_step_cnt == NB_WRITE_STEP - 1'b1)
            begin
                r_bram_gray_en <= {WD_BRAM_WEN{1'b0}};
            end
    end
end
always@(posedge s_sys_a_clock)
begin
    if(cstate == IDLE || cstate == START)  
    begin
        r_bram_gray_addr <= 1'b0;
    end
    else if(cstate == WRITE)
    begin
        if(r_write_step_cnt == NB_WRITE_STEP - 1'b1)  
        begin
            r_bram_gray_addr <= r_bram_gray_addr + 1'b1;
        end
    end
end
always@(posedge s_sys_a_clock)
begin
    if(cstate == IDLE)  
    begin
        r_bram_gray_din <= 1'b0;
    end
    else if(cstate == GRAY && r_gray_step_cnt == NB_GRAY_STEP - 1'b1)
    begin
        r_bram_gray_din <= {r_gray_data_tmp,r_gray_color_tmp[WD_RGB_888*3-1:0]};  
    end
end
always@(posedge s_sys_a_clock)
begin
    if(cstate == IDLE)  
    begin
        r_gray_sum_tmp <= 1'b0;
    end
    else if(cstate == GRAY)
    begin
        case(r_gray_step_cnt)
            0: r_gray_sum_tmp <= r_gray_color_tmp[WD_RGB_888-1:0] + r_gray_color_tmp[WD_RGB_888 * 2-1:WD_RGB_888];
            1: r_gray_sum_tmp <= r_gray_sum_tmp + r_gray_color_tmp[WD_RGB_888 * 3 - 1:WD_RGB_888  * 2];
            default: r_gray_sum_tmp <= r_gray_sum_tmp;
        endcase
    end
end
always@(posedge s_sys_a_clock)
begin
    if(cstate == IDLE)  
    begin
        r_gray_data_tmp <= 1'b0;
    end
    else if(cstate == GRAY)
    begin
        if(r_gray_step_cnt >= 2)
            begin
                r_gray_data_tmp <= r_gray_sum_tmp / 2'd3;  
            end
    end
end
always@(posedge s_sys_a_clock)
begin
    if(cstate == IDLE)  
    begin
        r_shk_gray_wready <= 1'b0;
    end
    else if(cstate == WAIT)
    begin
        r_shk_gray_wready <= 1'b1;
    end
end
always@(posedge s_sys_a_clock)
begin
    if(1)  
    begin
        r_shk_gray_dmiso <= 1'b0;
        r_shk_gray_smiso <= 1'b0;
    end
end
assign m_bram_gray_addr = r_bram_gray_addr;
assign m_bram_gray_clk  = s_sys_a_clock   ;
assign m_bram_gray_din  = r_bram_gray_din ;
assign m_bram_gray_en   = r_bram_gray_en  ;
assign m_bram_gray_rst  = r_bram_gray_rst ;
assign m_bram_gray_we   = r_bram_gray_we  ;
assign s_shk_gray_wready = r_shk_gray_wready;
assign s_shk_gray_smiso  = r_shk_gray_smiso ;
assign s_shk_gray_dmiso  = r_shk_gray_dmiso ;
assign m_err_gray_info1 = s_err_gray_info1;  
endmodule
==> flow/constraint.sdc <==
current_design gray_driv

set clk_period 6.2
set clk_io_pct 0.2

create_clock -name clk0 -period $clk_period [get_ports {s_sys_a_clock}]

set non_clock_inputs [all_inputs -no_clocks]
set_input_delay [expr $clk_period * $clk_io_pct] -clock clk0 $non_clock_inputs
set_output_delay [expr $clk_period * $clk_io_pct] -clock clk0 [all_outputs]
==> flow/config.mk <==
export PLATFORM = sky130hd
export DESIGN_NAME = gray_driv
export DESIGN_NICKNAME = gray_driv
export VERILOG_FILES = /design/flow/design.v
export SDC_FILE = /design/flow/constraint.sdc
export NUM_CORES = 4
export LEC_CHECK = 1
export CORE_UTILIZATION = 30
==> impl_metrics.toml <==
# implementation run metrics
[outcome]
outcome = "stopped before the end"
haltStage = "1_2_yosys"
first-error = "ERROR: Found 1 problems in 'check -assert'."

[synthesis]
ys_warn_count = 1
synth_cell_types = 64
ys_async_sr_fraction = 0
synthTopCellsByArea = "dfxtp_1, nand2_1, a21oi_1"
ys_area_sq_um = 7460
synth_seq_share = 0.361
ys_cells = 963
top_area_cell = "dfxtp_1"
edf_count = 1
yosysTopAreaCellShare = 0.357
synthFlopType = "dfxtp_1"
synth-seq-cells = 134
==> kinds of logic after synthesis <==
group	synth area share
adder cells (fa/ha/maj)	0.0523
multiplexers	0.0228
AND/OR/NAND/NOR	0.245
AND-OR/OR-AND	0.166
XOR/XNOR	0.0728
buffers and inverters	0.0791
flip-flops	0.361
other	0.00101
==> Yosys cell counts (7+ instances only) <==
cell type / count
nand2_1: 178
dfxtp_1: 133
nor2_1: 95
a21oi_1: 89
clkbuf_1: 42
buf_4: 41
o21ai_0: 41
xnor2_1: 34
ha_1: 28
xor2_1: 28
nor3_1: 27
inv_1: 25
mux2i_1: 17
nand3_1: 15
nand4_1: 11
nor2b_1: 11
a31oi_1: 10
a211oi_1: 9
or3_1: 9
nand2b_1: 8
o211ai_1: 7
